## ./run.sh

```bash
#!/bin/bash
# OpenROAD 26Q1-2900-gdf79404cd8, Yosys 0.63+post, stock flow scripts
make -C /OpenROAD-flow-scripts/flow DESIGN_CONFIG=/design/flow/config.mk WORK_HOME=/design/flow/orfs finish
```

## ./config.mk

```make
export PLATFORM = sky130hd
export DESIGN_NAME = async_fifo
export DESIGN_NICKNAME = async_fifo
export VERILOG_FILES = /design/flow/design.v
export SDC_FILE = /design/flow/constraint.sdc
export NUM_CORES = 4
export LEC_CHECK = 1
export CORE_UTILIZATION = 30
```

## ./constraint.sdc

```tcl
current_design async_fifo

set clk_period 5.2
set clk_io_pct 0.2

create_clock -name clk0 -period $clk_period [get_ports {read_clk}]
create_clock -name clk1 -period $clk_period [get_ports {write_clk}]

set non_clock_inputs [all_inputs -no_clocks]
set_input_delay [expr $clk_period * $clk_io_pct] -clock clk0 $non_clock_inputs
set_output_delay [expr $clk_period * $clk_io_pct] -clock clk0 [all_outputs]
```

## ./design.v

```verilog
module async_fifo (
    input  wire        read_clk,
    input  wire        write_clk,
    input  wire        reset,
    input  wire        read_enable,
    input  wire        write_enable,
    input  wire [15:0] data_in,
    output reg  [15:0] data_out,
    output wire        fifo_full,
    output wire        fifo_empty,
    output reg         data_valid,
    output reg         fifo_overflow,
    output reg         fifo_underflow
);
parameter DATA_WIDTH = 16;
parameter FIFO_DEPTH = 32;
parameter ADDR_SIZE = 6;
reg [ADDR_SIZE-1:0] write_pointer, read_pointer;
reg [ADDR_SIZE-1:0] write_pointer_gray_s1, write_pointer_gray_s2;
reg [ADDR_SIZE-1:0] read_pointer_gray_s1, read_pointer_gray_s2;
reg [DATA_WIDTH-1:0] memory [FIFO_DEPTH-1:0];
function [ADDR_SIZE-1:0] binary_to_gray;
    input [ADDR_SIZE-1:0] binary;
    begin
        binary_to_gray = binary ^ (binary >> 1);
    end
endfunction
always @(posedge write_clk or posedge reset) begin
    if (reset) begin
        write_pointer <= 0;
    end else if (write_enable && !fifo_full) begin
        memory[write_pointer] <= data_in;
        write_pointer <= write_pointer + 1;
    end
end
always @(posedge read_clk or posedge reset) begin
    if (reset) begin
        read_pointer <= 0;
        data_out <= 0;
    end else if (read_enable && !fifo_empty) begin
        data_out <= memory[read_pointer];
        read_pointer <= read_pointer + 1;
    end
end
always @(posedge read_clk or posedge reset) begin
    if (reset) begin
        write_pointer_gray_s1 <= 0;
        write_pointer_gray_s2 <= 0;
    end else begin
        write_pointer_gray_s1 <= binary_to_gray(write_pointer);
        write_pointer_gray_s2 <= write_pointer_gray_s1;
    end
end
always @(posedge write_clk or posedge reset) begin
    if (reset) begin
        read_pointer_gray_s1 <= 0;
        read_pointer_gray_s2 <= 0;
    end else begin
        read_pointer_gray_s1 <= binary_to_gray(read_pointer);
        read_pointer_gray_s2 <= read_pointer_gray_s1;
    end
end
assign fifo_empty = (binary_to_gray(read_pointer) == write_pointer_gray_s2);
assign fifo_full = (write_pointer_gray_s2[ADDR_SIZE-1] != read_pointer_gray_s2[ADDR_SIZE-1])
                 && (write_pointer_gray_s2[ADDR_SIZE-2] != read_pointer_gray_s2[ADDR_SIZE-2])
                 && (write_pointer_gray_s2[ADDR_SIZE-3:0] == read_pointer_gray_s2[ADDR_SIZE-3:0]);
always @(posedge write_clk or posedge reset) begin
    if (reset) begin
        fifo_overflow <= 0;
    end else begin
        fifo_overflow <= fifo_full && write_enable;
    end
end
always @(posedge read_clk or posedge reset) begin
    if (reset) begin
        fifo_underflow <= 0;
        data_valid <= 0;
    end else begin
        fifo_underflow <= fifo_empty && read_enable;
        data_valid <= read_enable && !fifo_empty;
    end
end
endmodule
```

==> changes_impl.md <==
## Flow update

* Status: complete, no violations
* Flops & latches, synth at 567
* Initial drt markers at 1310
* FP Rows at 98
* Setup crit end kind: register
* R2R setup slack at 960 ps
* Syn. warnings at 2
* Slew Viols, Final at 0
* Yosys chip area at 0.02202 mm²
* TritonCTS clock tree: built
* Comb area leader: AND-OR/OR-AND gates
* Dominant Register Cell: edfxtp_1
* First-pass GRT wire length at 101000 µm
* RSZ-0062 raised after global routing: no
* TritonRoute pass-1 iters at 7
* Yosys top cell area share at 69.81%
* DRT antenna net count at 0
* Crit path required time at 5300 ps
* Worst EP arrival at 4340 ps
* Vias per std cell at 5.592
* PD cells at 548.6 mW/mm²
* CORE AREA at 0.07210 mm²
* OpenROAD warning count at 42
* Drc violations at 0
* Post-DP HPWL at 41100 µm
* Post-CTS resize count at 0
* CP max-delay cell: a2111oi_0
* Cell area leaders: edfxtp_1 70%, dfrtp_1 6.2%, a22oi_1 3.7%, ha_1 1.4%, a22o_1 1.3%
* Largest stage delay on the critical path at 1230 ps
* Layout cells sized above 1 at 12.07%
* Worst r2r src: read_pointer[0]
* # Cells Yosys at 1356
* Drt wl/cell at 28.99 µm
* Avg Inst Size Synth at 16.24 µm²
* Setup TNS at 0 ps
* Max-cap viol count at 0
* Routed WL at 70300 µm
* Worst setup path class: reg -> reg
* Via count at 13560
* Die ar. at 0.07450 mm²
* Least-Margin Pin Slew at 1488 ps
* Critical-path cell list: inv_1, ha_2, buf_4, a22oi_1, nand3_1, o21ai_0, and3_1, a2111oi_0, o21ai_0
* Final GP Congestion at 0.9480
* Share of power burned in registers at 39.3%
* CP max FO at 33
* WHS at 178.1 ps
* Pin count of the biggest net entering global routing at 103
* Final hold violations at 0
* Internal at 9012 µW
* Hold Buf Count CTS at 0
* Post-synth seq share at 76.06%
* CTS Sinks at 567
* Final setup viols at 0
* Die X at 272.9 µm
* Global-route usage over all layers at 20.19%
* Setup Buffers After CTS at 0
* Sw Pwr at 5014 µW
* Switching share of total power at 35.75%
* CP Launch Point: read_pointer[0]
* Gate Count Post-Synth at 1356
* Synth async-reset ratio at 9.700%
* Gate power share at 31.9%
* Port bufs at 40
* Peak supply drop at 0.5681 mV
* Adder-cell share of the synthesized area at 1.364%
* Synth Area in XOR/XNOR at 0.8352%
* Mux frac, synth at 1.182%
* Dominant cell type by area after synthesis: edfxtp_1
* Post-synth EDFFs at 512
* Initial antenna violation count at 3
* IO Pins at 42
* Worst Setup Start Kind: register
* Synth Area in Compound Gates at 12.74%
* CP dominant cell by count: o21ai_0
* Area Growth Syn to Fin at 16.10%
* Pleak at 0.008314 µW
* Fp util at 30.54%
* Reg2reg end: data_out[4]
* # fillers at 6618
* Grt total ovfl at 0
* DIE HEIGHT at 272.9 µm
* Worst setup path end: data_out[4]
* N_diodes at 0
* Clk pwr share at 28.8%
* Post-Syn Area at 0.02202 mm²
* Tightest Hold Check Type: reg -> reg
* Vias in the first global route at 14300
* Synth cell types at 59
* Slew headroom at 0.8118%
* Register-to-Register Path Depth at 9
* Clock transition at path regs at 60 ps
* Post-Synth Simple-Gate Area at 5.397%
* Worst Clk Skew at 9.350 ps
-- area by class of cell --
type                            count  area [µm²]  share of cell area (%)
Inverter                           20       75.07                  0.2936
Clock buffer                       70        1539                   6.019
Clock inverter                     33       291.5                   1.140
Timing Repair Buffer              108       948.4                   3.709
Sequential cell                   567       16750                   65.53
Multi-Input combinational cell    677        4771                   18.66
Tap cell                          950        1189                   4.649
-- worst min-delay path by stage --
stage,end,startpoint,cells past startpoint
CTS,read_pointer_gray_s1[5],read_pointer[5],0
global route,read_pointer_gray_s1[5],read_pointer[5],0
finish,read_pointer_gray_s1[5],read_pointer[5],0
-- state kept, by name, indices dropped and copies added (netlist names), 6 cells and up --
register               count
memory                   512
data_out                  16
read_pointer               6
read_pointer_gray_s1       6
read_pointer_gray_s2       6
write_pointer              6
write_pointer_gray_s1      6
write_pointer_gray_s2      6
-- routing by layer --
metal	share of wire, %	GRT usage (%)
met1	32	21.42
met2	45	29.54
met3	17	15.96
met4	5.3	7.895
met5	0.53	3.402
-- through the flow --
step | setup slack, ps | instances | utilization [%] | cell area, µm² | total power, µW
floorplan | 2186 | 1356 | - | 22020 | 8022
global placement | 1239 | 2322 | 32.92 | 23740 | 9914
detailed placement | 1305 | 2322 | 32.92 | 23740 | 9912
CTS | 1309 | 2425 | 35.46 | 25570 | 13940
global route | 938.9 | 2425 | 35.46 | 25570 | 14510
finish | 957.0 | 2425 | 35.46 | 25570 | 14030
-- kinds of logic after synthesis --
| family | after synthesis |
|---|---|
| muxes | 25 |
| and+or+nand+nor | 235 |
| xor gates and xnor gates | 21 |
| AOI/OAI and AO/OA | 372 |
| buffers and inverters | 112 |
| adders and majority gates | 24 |
| DFF | 567 |
-- power by group through the flow --
stage,clock (µW),combinational (µW),sequential [µW]
global route,4260,4700,5550
CTS,4100,4330,5510
finish,4040,4470,5510
-- placed cells by master (no fill, tap or decap), types with 9 or more instances in the layout --
master	n
a222oi_1	17
a22o_1	32
a32oi_1	17
clkinv_1	12
a22oi_1	109
a221oi_1	16
clkbuf_16	60
edfxtp_1	512
nand2b_1	9
dfrtp_1	54
clkbuf_1	10
xnor2_1	9
a32o_1	22
and2_1	25
xor2_1	12
nor2_1	36
nand4_1	13
inv_1	17
o21ai_1	9
nor4_1	9
o21ai_0	55
clkinv_2	11
nand3_1	36
ha_1	16
nand2_1	65
and3_1	21
buf_4	65
o22ai_1	22
mux2i_1	17
a21oi_1	21
clkdlybuf4s50_1	40
-- worst max-delay path: cells and delay by family, from the launching register on --
family	cells	cell delay [ps]
AOI/OAI and AO/OA	4	1850
buffers and inverters	2	650
DFF	1	450
adders and majority gates	1	490
and+or+nand+nor	2	610
-- Yosys cell counts (24+ instances only) --
| cell type | number |
|---|---|
| a22o_1 | 32 |
| a22oi_1 | 109 |
| and2_1 | 26 |
| buf_2 | 38 |
| clkbuf_1 | 27 |
| dfrtp_1 | 55 |
| edfxtp_1 | 512 |
| ha_1 | 24 |
| nand2_1 | 65 |
| nand3_1 | 36 |
| nor2_1 | 36 |
| o21ai_0 | 55 |
Power and IR drop assume default switching activity.
